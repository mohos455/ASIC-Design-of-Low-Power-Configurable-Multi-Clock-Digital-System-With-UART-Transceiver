File: flow/design.v
module SYS_CONTROL #(
    parameter BUS_WIDTH = 8 , Reg_Addr = 4 , ALU_FUN = 4 
) (
    input REF_CLK , SYNC_RST ,
    input [BUS_WIDTH : 0] DATA_sync_out , 
    input [BUS_WIDTH - 1 : 0] Rd_D ,
    input Rd_D_Valid ,
    input [BUS_WIDTH*2 - 1 : 0] ALU_OUT ,
    input ALU_OUT_valid ,
    input FIFO_FULL ,
    output reg WrEn , RdEn , WR_INC ,
    output reg [Reg_Addr-1 : 0] Addr ,
    output reg [BUS_WIDTH - 1 : 0] Wr_D , 
    output reg [BUS_WIDTH - 1 : 0] WR_Data_FIFO , 
    output reg Gate_EN , EN,CLKDIV_EN,
    output reg [ALU_FUN-1 : 0] FUN 
);
    reg [3:0] state_reg , state_next ;
    reg [ALU_FUN-1 : 0] FUN_reg , FUN_next ;
    reg [BUS_WIDTH-1 : 0] Operation, Operation_next ;
    reg [Reg_Addr-1 : 0] Addr_reg , Addr_next;
    reg [BUS_WIDTH*2 - 1 : 0] ALU_reg, ALU_next ;
    localparam  Reg_write =  8'hAA ,
                Reg_read  =  8'hBB ,
                ALU_W_OP  =  8'hCC ,
                ALU_N_OP  =  8'hDD ;
    localparam  IDLE       = 0 ,
                DECODE     = 1 ,
                ADDRESS     = 2 ,  
                WRITE      = 3 ,
                READ       = 4 ,
                ALU_OP_A   = 5 ,
                ALU_OP_B   = 6 ,
                ALU_fun    = 7 ,
                ALU_OUT_1  = 8 ,
                ALU_OUT_2  = 9 ;
    always @(posedge REF_CLK or negedge SYNC_RST) begin
        if(~SYNC_RST) begin
            FUN_reg <= 0 ;
            state_reg <= 0 ;
            ALU_reg<=0 ;
            Addr_reg<= 0 ;
            Operation <= 0;
        end
        else begin
            FUN_reg <= FUN_next ;
            state_reg <= state_next ;
            Operation <= Operation_next;
            ALU_reg<=ALU_next ;
            Addr_reg<= Addr_next ;
        end
    end
    always @(*) begin
        state_next = state_reg ;
        Operation_next = Operation ;
        ALU_next = ALU_reg;
	    Addr_next = Addr_reg ; 
	    FUN_next = FUN_reg;
        case (state_reg)
        IDLE : begin
            if(DATA_sync_out[BUS_WIDTH]) begin
                state_next = DECODE ;
            end
            else begin
                state_next = IDLE ;
            end
        end
        DECODE : begin
            Operation_next = DATA_sync_out[BUS_WIDTH-1:0] ;
            if((DATA_sync_out[BUS_WIDTH-1:0] == Reg_write)|| (DATA_sync_out[BUS_WIDTH-1:0] == Reg_read)) begin
                state_next = ADDRESS ;
            end
            else if(DATA_sync_out[BUS_WIDTH-1:0] == ALU_W_OP) begin
                state_next = ALU_OP_A ;
            end
            else if(DATA_sync_out[BUS_WIDTH-1:0] == ALU_N_OP) begin
                state_next = ALU_fun ;
            end
            else  begin
                state_next = IDLE ;
            end
        end
        ADDRESS : begin
            if(DATA_sync_out[BUS_WIDTH]) begin
                Addr_next = DATA_sync_out[Reg_Addr-1 : 0] ;
                if((Operation == Reg_write))begin
                    state_next = WRITE ;
                end
                else if(Operation == Reg_read) begin
                    state_next = READ ;
                end
                else  begin
                    state_next = IDLE ;
                end
                end
            else begin
                state_next = ADDRESS ;
            end
        end
        WRITE : begin
            if(DATA_sync_out[BUS_WIDTH]) begin
                state_next =  IDLE;
            end
            else begin
                state_next = WRITE ;
            end
        end
        READ : begin
            if(Rd_D_Valid) begin
                state_next = IDLE ;
            end
            else begin
                state_next = READ ;
            end
        end
        ALU_OP_A : begin
            if(DATA_sync_out[BUS_WIDTH]) begin
                state_next = ALU_OP_B ;
            end
            else begin
                state_next = ALU_OP_A ;
            end
        end
        ALU_OP_B : begin
            if(DATA_sync_out[BUS_WIDTH]) begin
                state_next = ALU_fun ;
            end
            else begin
                state_next = ALU_OP_B ;
            end
        end
        ALU_fun : begin
            if(DATA_sync_out[BUS_WIDTH]) begin
                state_next = ALU_OUT_1 ;
                FUN_next = DATA_sync_out[ALU_FUN-1 : 0] ;
            end
            else begin
                state_next = ALU_fun ;
            end
        end
        ALU_OUT_1 : begin
            if(ALU_OUT_valid) begin
                ALU_next = ALU_OUT ;
                state_next = ALU_OUT_2 ;
            end
            else begin
                state_next = ALU_OUT_1 ;
            end
        end
        ALU_OUT_2 : begin
            if(ALU_OUT_valid) begin
                state_next = IDLE ;
            end
            else begin
                state_next = ALU_OUT_2 ;
            end
        end
        default : state_next = IDLE ;
        endcase
    end
    always @(*) begin
        case (state_reg)
        IDLE , DECODE : begin
            WrEn  = 0 ; RdEn = 0 ; WR_INC = 0 ;
            Addr = 0 ;  Wr_D = 0 ; WR_Data_FIFO = 0 ;
            Gate_EN = 0; EN = 0 ; FUN = 0 ; CLKDIV_EN= 1;
        end
        ADDRESS : begin
            if(DATA_sync_out[BUS_WIDTH]) begin
                WrEn  = 0 ; RdEn = 0 ; WR_INC = 0 ;
                Addr = Addr_reg ;  Wr_D = 0 ; WR_Data_FIFO = 0 ;
                Gate_EN = 0; EN = 0 ; FUN = 0 ; CLKDIV_EN= 1;
                end
            else begin
                WrEn  = 0 ; RdEn = 0 ; WR_INC = 0 ;
                Addr = 0 ;  Wr_D = 0 ; WR_Data_FIFO = 0 ;
                Gate_EN = 0; EN = 0 ; FUN = 0 ; CLKDIV_EN= 1;
             end
        end
        WRITE : begin
        if(DATA_sync_out[BUS_WIDTH]) begin
            WrEn  = 1 ; RdEn = 0 ; WR_INC = 0 ;
            Addr = Addr_reg ;  Wr_D = DATA_sync_out[BUS_WIDTH-1:0] ; WR_Data_FIFO = 0 ;
            Gate_EN = 0; EN = 0 ; FUN = 0 ; CLKDIV_EN= 1;
            end
        else begin
            WrEn  = 0 ; RdEn = 0 ; WR_INC = 0 ;
            Addr = Addr_reg ;  Wr_D = 0 ; WR_Data_FIFO = 0 ;
            Gate_EN = 0; EN = 0 ; FUN = 0 ; CLKDIV_EN= 1;
         end
        end
        READ : begin
        if(Rd_D_Valid && !FIFO_FULL) begin
            WrEn  = 0 ; RdEn = 1 ; WR_INC = 1 ;
            Addr = Addr_reg ;  Wr_D = 0 ; WR_Data_FIFO = Rd_D ;
            Gate_EN = 0; EN = 0 ; FUN = 0 ; CLKDIV_EN= 1;
            end
        else begin
            WrEn  = 0 ; RdEn = 1 ; WR_INC = 0 ;
            Addr = Addr_reg ;  Wr_D = 0 ; WR_Data_FIFO = 0 ;
            Gate_EN = 0; EN = 0 ; FUN = 0 ; CLKDIV_EN= 1;
         end
        end
        ALU_OP_A : begin
            if(DATA_sync_out[BUS_WIDTH]) begin
                WrEn  = 1 ; RdEn = 0 ; WR_INC = 0 ;
                Addr = 0 ;  Wr_D = DATA_sync_out[BUS_WIDTH-1:0] ; WR_Data_FIFO = 0 ;
                Gate_EN = 0; EN = 0 ; FUN = 0 ; CLKDIV_EN= 1;
                end
            else begin
                WrEn  = 0 ; RdEn = 0 ; WR_INC = 0 ;
                Addr = 0 ;  Wr_D = 0 ; WR_Data_FIFO = 0 ;
                Gate_EN = 0; EN = 0 ; FUN = 0 ; CLKDIV_EN= 1;
             end
         end
        ALU_OP_B : begin
            if(DATA_sync_out[BUS_WIDTH]) begin
                WrEn  = 1 ; RdEn = 0 ; WR_INC = 0 ;
                Addr = 1 ;  Wr_D = DATA_sync_out[BUS_WIDTH-1:0] ; WR_Data_FIFO = 0 ;
                Gate_EN = 1; EN = 0 ; FUN = 0 ; CLKDIV_EN= 1;
                end
            else begin
                WrEn  = 0 ; RdEn = 0 ; WR_INC = 0 ;
                Addr = 0 ;  Wr_D = 0 ; WR_Data_FIFO = 0 ;
                Gate_EN = 0; EN = 0 ; FUN = 0 ; CLKDIV_EN= 1;
             end
         end
        ALU_fun : begin
            if(DATA_sync_out[BUS_WIDTH]) begin
                WrEn  = 0 ; RdEn = 0 ; WR_INC = 0 ;
                Addr = 0 ;  Wr_D = 0 ; WR_Data_FIFO = 0 ; CLKDIV_EN= 1;
                Gate_EN = 1; EN = 1 ; FUN = FUN_reg ;
                end
            else begin
                WrEn  = 0 ; RdEn = 0 ; WR_INC = 0 ;
                Addr = 0 ;  Wr_D = 0 ; WR_Data_FIFO = 0 ;
                Gate_EN = 0; EN = 0 ; FUN = 0 ; CLKDIV_EN= 1;
             end
        end
        ALU_OUT_1 : begin
            if(ALU_OUT_valid && !FIFO_FULL) begin
                WrEn  = 0 ; RdEn = 0 ; WR_INC = 1;
                Addr = 0 ;  Wr_D = 0 ; WR_Data_FIFO = ALU_reg [BUS_WIDTH - 1: 0];
                Gate_EN = 0; EN = 0 ; FUN = 0 ; CLKDIV_EN= 1;
                end
            else begin
                WrEn  = 0 ; RdEn = 0 ; WR_INC = 0 ;
                Addr = 0 ;  Wr_D = 0 ; WR_Data_FIFO = 0 ;
                Gate_EN = 1; EN = 1 ; FUN = FUN_reg ; CLKDIV_EN= 1;
             end
        end
        ALU_OUT_2 : begin
            if(ALU_OUT_valid && !FIFO_FULL) begin
                WrEn  = 0 ; RdEn = 0 ; WR_INC = 1; CLKDIV_EN= 1;
                Addr = 0 ;  Wr_D = 0 ; WR_Data_FIFO = ALU_reg [2*BUS_WIDTH - 1: BUS_WIDTH];
                Gate_EN = 0; EN = 0 ; FUN = 0 ;
                end
            else begin
                WrEn  = 0 ; RdEn = 0 ; WR_INC = 0 ;
                Addr = 0 ;  Wr_D = 0 ; WR_Data_FIFO = 0 ;
                Gate_EN = 1; EN = 1 ; FUN = FUN_reg ; CLKDIV_EN= 1;
             end
        end
        default : begin
            WrEn  = 0 ; RdEn = 0 ; WR_INC = 0 ;
            Addr = 0 ;  Wr_D = 0 ; WR_Data_FIFO = 0 ;
            Gate_EN = 0; EN = 0 ; FUN = 0 ; CLKDIV_EN= 1;
        end
        endcase
    end
endmodule
File: flow/run.sh
#!/bin/bash
# OpenROAD 26Q1-2900-gdf79404cd8, Yosys 0.63+post, stock flow scripts
make -C /OpenROAD-flow-scripts/flow DESIGN_CONFIG=/design/flow/config.mk WORK_HOME=/design/flow/orfs finish
File: flow/config.mk
export PLATFORM = sky130hd
export DESIGN_NAME = SYS_CONTROL
export DESIGN_NICKNAME = SYS_CONTROL
export VERILOG_FILES = /design/flow/design.v
export SDC_FILE = /design/flow/constraint.sdc
export NUM_CORES = 4
export LEC_CHECK = 1
export CORE_UTILIZATION = 50
File: flow/constraint.sdc
current_design SYS_CONTROL

set clk_period 2.1
set clk_io_pct 0.2

create_clock -name clk0 -period $clk_period [get_ports {REF_CLK}]

set non_clock_inputs [all_inputs -no_clocks]
set_input_delay [expr $clk_period * $clk_io_pct] -clock clk0 $non_clock_inputs
set_output_delay [expr $clk_period * $clk_io_pct] -clock clk0 [all_outputs]
==> reports/results.ini <==
[worst_setup_path]
path_delay_family = buffers and inverters
critical_path.slowest_cell = sky130_fd_sc_hd__clkdlybuf4s50_1
worst-endpoint-arrival_ns = 1.67
cp-start-kind = register
crit_required_ns = 1.68
worstPathMaxFanout = 8
worstPathCellList = nand2_1, nor2_2, buf_6, o2bb2ai_1, clkdlybuf4s50_1
critical_path_class = reg -> out
slowest_delay_ns = 0.50
worstSetupEndpointType = output port
critical_path.n_buffers_inverters = 2

[final_layout]
final_area_um2 = 3080
mostFrequentLayoutCells = 56 x sky130_fd_sc_hd__clkdlybuf4s50_1, 39 x sky130_fd_sc_hd__dfrtp_1, 24 x sky130_fd_sc_hd__mux2_2
mostFrequentLayoutCell = sky130_fd_sc_hd__clkdlybuf4s50_1
layout.filler_cells = 223
largest_register_ffs = 16
post_layout_nonfiller_instances = 301
area.growth.synth_to_final_pct = 49.5
share_of_final_layout_standard_cells_stronger_than_drive_strength_1_pct = 34.8

[synth]
synth.avg_cell_area_um2 = 12.6
synth_stat.cells = 163
edf_count = 0
synth.cell_area_um2 = 2060
synth_flops = 42
synth_warnings = 1
post_synth_num_cell_types = 42
synthArstFlopShare_pct = 100
yosys_area_um2 = 2060
ys.flop_type = sky130_fd_sc_hd__dfrtp_1
postSynthCellCount = 163
yosys.stat.seqShare_pct = 51.1

[placed_design]
place.gp.congestion = 0.827
place_inst = 288
io_buffers = 66
place.detailed.hpwl_um = 3380
placed_cell_area_um2 = 2860
preCtsSetupSlack_ns = -0.330

[clock_tree]
cts_buffers = 5
cts_hold_repair.buffers = 0
cts_root_buffer = sky130_fd_sc_hd__clkbuf_8
clock.latency.late_pin_ns = 0.30
clock_tree.htree_level_count = 2
numClockSinks = 42
max-clock-path-buffers = 2
tritoncts = done
path_clk_slew_ns = 0.08

[drt]
wire_length_per_cell_um = 16.7
detail_route.drc_violations = 0
route.antenna.remaining_nets = 0
vias_per_cell = 5.53
dr.pass1.iters = 4
detail_route.iter0.violations = 79
num_vias = 1666
drt-total-wl_um = 5020
insertedDiodeCount = 0

[grt]
maximum_number_of_pins_on_one_net_before_global_route_repair = 43
grt.total_usage_pct = 24.6
met3_usage_pct = 5.42
grt_overflow = 0
grt_most_used_layer = met1
globalRouteMet1Util_pct = 41.7
grt_use_met2_pct = 35.6
grt_antenna_before_repair = 0
via_count_of_the_first_global_routing_pass = 1562
wire_length_of_the_first_global_routing_pass_um = 7690

[job]
drv.max_cap_violation_count = 0
log.warning_count = 27

[power_and_ir_drop]
seq_power_share_pct = 54.2
power.switching_w = 0.000515
peakVddDrop_uv = 592
sw_frac_of_total_pct = 25.3
static-leakage-power_nw = 1.43
power_report.internal_total_w = 0.00152
power_frac_comb_pct = 19.2
totalPowerFinal_w = 0.00204
power-per-cell-area_nw_per_um2 = 662
clockPowerShare_pct = 26.6

[floorplan]
chipWidth_um = 66.2
die-area_um2 = 4380
chipHeight_um = 66.2
core_util_floorplan_pct = 54.2
core_region_area_um2 = 3800
io-pin-count = 68
core.rowCount = 22

[final_timing]
postLayoutSetupSlackWorst_ns = 0.0138
timing.final.crit_share_pct = 99.3
worst_slew_pin_slew_ns = 0.514
hold-worst-slack_ns = 0.174
grt_setup_unrepaired = true
clock.fmax_ghz = 0.479
slew_headroom_pct = 65.7
timing_hold_violations_final = 0
layout_min_cycle_time_ns = 2.09
setup_viol_count_final = 0
clock_skew_ns = 0.00686
drv_slew = 0

[status]
run_status = finished clean

[hold_path]
worstHoldPathType = in -> async

-- worst paths after layout --
kind | startpoint | to | slack, ns | cells past startpoint
max | state_reg[2]$_DFF_PN0_ | WR_Data_FIFO[0] | 0.01 | 5
min | SYNC_RST | ALU_reg[11]$_DFFE_PN0P_ | 0.17 | 2
max reg2reg | state_reg[1]$_DFF_PN0_ | ALU_reg[2]$_DFFE_PN0P_ | 0.79 | 3
min reg2reg | Operation[3]$_DFFE_PN0P_ | Operation[3]$_DFFE_PN0P_ | 0.50 | 1
max in group asynchronous | SYNC_RST | asynchronous set/reset pin | 1.54 | 2
min in group clk0 | Operation[3]$_DFFE_PN0P_ | Operation[3]$_DFFE_PN0P_ | 0.50 | 1
-- power by group through the flow --
stage / clock network [W] / logic [W] / registers (W)
CTS: 0.000548 / 0.000392 / 0.00110
global route: 0.000590 / 0.000423 / 0.00113
finish: 0.000542 / 0.000392 / 0.00111
-- worst reg2reg max path: stages (launching register included) --
cell	delay, ns
sky130_fd_sc_hd__dfrtp_1	0.43
sky130_fd_sc_hd__buf_4	0.16
sky130_fd_sc_hd__nand2_4	0.23
sky130_fd_sc_hd__mux2_2	0.38
-- area by class of cell --
type / count / area [µm²] / share of cell area, %
inverter: 5 / 18.8 / 0.610
tap: 48 / 60.1 / 1.95
sequential: 42 / 1050 / 34.3
multi-input combinational: 109 / 1010 / 32.8
timing repair buffer: 89 / 841 / 27.3
clock buffer: 6 / 82.6 / 2.68
clock inverter: 2 / 12.5 / 0.406
-- per-stage QoR --
| stage | TNS (ns) | utilization, % |
|---|---|---|
| 2_1_floorplan | 0 | - |
| 3_3_place_gp | -5.25 | 75.3 |
| 3_5_place_dp | -6.53 | 75.3 |
| 4_1_cts | 0 | 78.7 |
| 5_1_grt | -0.457 | 81.1 |
| 6_report | 0 | 81.1 |
-- synthesized netlist by cell type, types with 2 or more instances --
cell,n,area [µm²]
sky130_fd_sc_hd__a22oi_1,8,60.1
sky130_fd_sc_hd__and2_1,12,75.1
sky130_fd_sc_hd__and4bb_1,2,25.0
sky130_fd_sc_hd__buf_4,4,30.0
sky130_fd_sc_hd__clkbuf_1,2,7.51
sky130_fd_sc_hd__dfrtp_1,41,1030
sky130_fd_sc_hd__inv_1,4,15.0
sky130_fd_sc_hd__mux2_2,24,270
sky130_fd_sc_hd__mux2_4,9,135
sky130_fd_sc_hd__mux2i_1,2,20.0
sky130_fd_sc_hd__nand2_1,8,30.0
sky130_fd_sc_hd__nor2_1,2,7.51
sky130_fd_sc_hd__nor2b_1,4,25.0
sky130_fd_sc_hd__o21ai_0,5,25.0
sky130_fd_sc_hd__o2bb2ai_1,8,70.1
sky130_fd_sc_hd__o32ai_1,2,17.5
-- layer usage --
layer	share of wire (%)	wire length (µm)
met4	0.84	42
met3	6.0	303
met5	0	0
met1	48	2400
met2	45	2280
-- cells by family after synthesis --
| group | count (synthesis) | synth area share [%] |
|---|---|---|
| DFF | 42 | 51.1 |
| and+or+nand+nor | 38 | 11.4 |
| muxes | 35 | 20.7 |
| AOI/OAI and AO/OA | 33 | 12.2 |
| buffers and inverters | 12 | 3.28 |
| xor gates and xnor gates | 2 | 1.22 |
| other | 1 | 0.182 |
-- repair_timing --
| item | 4_1_cts | 5_1_grt |
|---|---|---|
| setup buffers | 2 | 3 |
| setup endpoints to repair | 28 | 23 |
| gates resized | 10 | 22 |
| pin swaps | 2 | 7 |
Power figures rest on the tool's default switching activity, not on a simulated workload.
